**./design.v**
```verilog
module Washing_Machine(
  input wire rst_n,
  input wire clk,
  input wire start,
  input wire double_wash,
  input wire dry_wash,
  input wire time_pause,   
  input wire door_closed, 
  output reg done,
  output reg error_signal  
);
localparam IDLE        = 3'b000,
           FILL_WATER  = 3'b001,
           WASH        = 3'b010,
           RINSE       = 3'b011,
           SPIN        = 3'b100,
           DRY         = 3'b101,
           STEAM_CLEAN = 3'b110,
           ERROR       = 3'b111;
localparam numberOfCounts_10seconds  = 6'd9,    
           numberOfCounts_20seconds  = 6'd19,   
           numberOfCounts_50seconds  = 6'd49,   
           numberofCounts_1minute    = 6'd59;   
reg [2:0] current_state, next_state, prev_state;
reg [5:0] counter, counter_comb, backup_counter;
reg timeout;
reg [1:0] number_of_washes;
always @(posedge clk) begin
  if (current_state == IDLE) begin
    number_of_washes <= 'd0;  
  end else if ((current_state == WASH) && timeout) begin
    number_of_washes <= number_of_washes + 'd1;  
  end
end  
always @(posedge clk or negedge rst_n) begin
  if (!rst_n) begin
    current_state <= IDLE;  
    prev_state <= IDLE;  
  end else begin
    current_state <= next_state;  
    if (current_state != ERROR && next_state == ERROR) begin
      prev_state <= current_state;
    end
  end
end
always @(posedge clk or negedge rst_n) begin
  if (!rst_n) begin
    counter <= 'd0;  
    backup_counter <= 'd0;  
  end else begin
    if (current_state != ERROR) begin
      counter <= counter_comb;
    end
    if (current_state != ERROR && next_state == ERROR) begin
      backup_counter <= counter;
    end
    if (current_state == ERROR && next_state != ERROR) begin
      counter <= backup_counter;
    end
  end
end
always @(*) begin
  next_state = IDLE;  
  error_signal = 1'b0;
  case (current_state)
    IDLE: begin
      if(!door_closed) begin
        next_state = ERROR;
        error_signal = 'b1;  
      end else if (dry_wash && start) begin
        next_state = STEAM_CLEAN;  
      end else if (start) begin
        next_state = FILL_WATER;  
      end else begin
        next_state = current_state;  
      end
    end
    FILL_WATER: begin
      if (!door_closed) begin
        next_state = ERROR;  
        error_signal = 'b1;
      end else if (timeout) begin
        next_state = WASH;  
      end else begin
        next_state = current_state;  
      end
    end
    WASH: begin
      if (!door_closed) begin
        next_state = ERROR;  
        error_signal = 'b1;
      end else if (timeout) begin
        next_state = RINSE;  
      end else begin
        next_state = current_state;  
      end
    end
    RINSE: begin
      if (!door_closed) begin
        next_state = ERROR;  
        error_signal = 'b1;
      end else if (timeout) begin
        if (double_wash && (number_of_washes == 'd1)) begin
          next_state = WASH;  
        end else begin
          next_state = SPIN;  
        end
      end else begin
        next_state = current_state;  
      end
    end
    SPIN: begin
      if (!door_closed) begin
        next_state = ERROR;  
        error_signal = 'b1;
      end else if (timeout) begin
        next_state = DRY;  
      end else begin
        next_state = current_state;  
      end
    end
    DRY: begin
      if (!door_closed) begin
        next_state = ERROR;  
        error_signal = 'b1;
      end else if (timeout) begin
        next_state =IDLE;  
      end else begin
        next_state = current_state;  
      end
    end
    STEAM_CLEAN: begin
      if (!door_closed) begin
        next_state = ERROR;  
        error_signal = 'b1;
      end else if (timeout) begin
        next_state =IDLE;  
      end else begin
        next_state = current_state;  
      end
    end
    ERROR: begin  
      if (door_closed) begin  
        next_state = prev_state;
        error_signal = 'b0;
      end else begin 
        next_state = current_state;  
        end  
      end
    default: begin
      next_state = IDLE;  
    end
  endcase
end
always @(*) begin
  done = (current_state == IDLE) ? 'd1 : 'd0;  
end
always @(*) begin
  counter_comb = counter;
  timeout = 1'b0;
  case (current_state)
    IDLE: begin
      counter_comb = 'd0;  
      timeout = 1'b0;
    end
    FILL_WATER: begin
      if (counter == numberOfCounts_10seconds) begin
        counter_comb = 'd0;  
        timeout = 1'b1;
      end else if (time_pause) begin
        counter_comb = counter;  
        timeout = 1'b0;
      end else begin
        counter_comb = counter + 1'd1;  
        timeout = 1'b0;
      end
    end
    WASH: begin
      if (counter == numberOfCounts_50seconds) begin
        counter_comb = 'd0;
        timeout = 1'b1;
      end else if (time_pause) begin
        counter_comb = counter;
        timeout = 1'b0;
      end else begin
        counter_comb = counter + 1'd1;
        timeout = 1'b0;
      end
    end
    RINSE: begin
      if (counter == numberOfCounts_50seconds) begin
        counter_comb = 'd0;
        timeout = 1'b1;
      end else if (time_pause) begin
        counter_comb = counter;
        timeout = 1'b0;
      end else begin
        counter_comb = counter + 1'd1;
        timeout = 1'b0;
      end
    end
    SPIN: begin
      if (counter == numberOfCounts_20seconds) begin
        counter_comb = 'd0;
        timeout = 1'b1;
      end else if (time_pause) begin
        counter_comb = counter;
        timeout = 1'b0;
      end else begin
        counter_comb = counter + 1'd1;
        timeout = 1'b0;
      end
    end
    DRY: begin
      if (counter == numberofCounts_1minute) begin
        counter_comb = 'd0;
        timeout = 1'b1;
      end else if (time_pause) begin
        counter_comb = counter;
        timeout = 1'b0;
      end else begin
        counter_comb = counter + 1'd1;
        timeout = 1'b0;
      end
    end
    STEAM_CLEAN: begin
      if (counter == numberofCounts_1minute) begin
        counter_comb = 'd0;
        timeout = 1'b1;
      end else if (time_pause) begin
        counter_comb = counter;
        timeout = 1'b0;
      end else begin
        counter_comb = counter + 1'd1;
        timeout = 1'b0;
      end
    end
    default: begin
      counter_comb = 'd0;
      timeout = 1'b0;
    end
  endcase
end
endmodule
```
**./run.sh**
```bash
#!/bin/bash
# OpenROAD 26Q1-2900-gdf79404cd8, Yosys 0.63+post, stock flow scripts
make -C /OpenROAD-flow-scripts/flow DESIGN_CONFIG=/design/flow/config.mk WORK_HOME=/design/flow/orfs finish
```
**./config.mk**
```make
export PLATFORM = sky130hd
export DESIGN_NAME = Washing_Machine
export DESIGN_NICKNAME = Washing_Machine
export VERILOG_FILES = /design/flow/design.v
export SDC_FILE = /design/flow/constraint.sdc
export NUM_CORES = 4
export LEC_CHECK = 1
export CORE_AREA = 10 10 94 94
export DIE_AREA = 0 0 104 104
```
**./constraint.sdc**
```tcl
current_design Washing_Machine

set clk_period 3.0
set clk_io_pct 0.2

create_clock -name clk0 -period $clk_period [get_ports {clk}]

set non_clock_inputs [all_inputs -no_clocks]
set_input_delay [expr $clk_period * $clk_io_pct] -clock clk0 $non_clock_inputs
set_output_delay [expr $clk_period * $clk_io_pct] -clock clk0 [all_outputs]
```
==> notes.md <==
run metrics: H-tree levels 1, Synth Cell Area 1459 um^2, CP required 2.40 ns, Mapped Cells 159, RR Startpoint counter[1]$_DFFE_PN0P_, WHS Path Cells 2, number of cells in Yosys stat 159, Pre-antenna DRT Iters 4, number of cell rows 30, actual slew at the worst max-slew pin 0.8127 ns, ys async rst share 90.00%, YS chip area 1459 um^2, Reg-to-Reg End counter[1]$_DFFE_PN0P_, dpl cells 254, R2R depth 8, largest net degree at the start of global routing 21, final wirelength 3276 um, Slew Viols, Final 0, WP data arrival 2.10 ns, Distinct lib cells used 61, Die Y 104 um, global routing's busiest layer met1, global route overflow 0, Final setup viols 0, Area Overhead vs Synth 12.61%, #FFs+latches synth 20, number of enable flip-flop cells 0, # fillers 746, met3 usage 1.629%, vias per inst 4.736, Hold EP number_of_washes[1]$_SDFFE_PP0P_, DRC 0, Critical Path Source current_state[2]$_DFF_PN0_, global-route wire length before repair 5644 um, die area 10820 um^2, clk root buf clkbuf_8, pwr dens 894.3 nW/um^2, DIE WIDTH 104 um, CTS Buf Count 3, PortBufs 8, crit end category output pin, most frequent logic cell in the layout dfrtp_1, f_max 371.0 MHz, min Tclk post-route 2.695 ns, Syn. warnings 1, DR vias 1222, Initial DRC Count 158, post-cts resize count 0, post-CTS setup buffers 0, grt met1 use 9.394%, worst relative slew slack 45.65%, Synth area leaders dfrtp_1 (31%), nand2_1 (4.4%), buf_6 (3.9%), syn avg cell area 9.175 um^2, core area 6832 um^2, most numerous logic cells after layout dfrtp_1 (18), nand2_1 (17), inv_1 (13), post-synthesis sequential area ratio 33.62%, cell accounting for the most synthesized area dfrtp_1, Hold Path Origin number_of_washes[1]$_SDFFE_PP0P_, Hold Crit Class register to register, Max-area cell share 30.87%, Total GRT Usage 5.969%, global routing usage on met2 8.153%, Clock Latency Late Sink 0.26 ns, layout cells sized above 1 14.81%, Clock Skew 0.002381 ns, WS Path Type register to output pin, Top FF cell, synth dfrtp_1, unrepaired setup endpoints after global routing false, final std cells w/o fill 258, Fin Setup TNS 0 ns, Worst setup SP type register, CTS tree done, vias in the first global route 1103, worst ir drop on vdd 0.3931 mV, io pins 9, final antenna-violating net count 0, Final period util 89.84%, CTS Hold Bufs 0, routed len/inst 12.70 um, tool warnings 26, antenna violations before repair 0, Ant. Diodes 0, Clock Sinks 20, outcome finished, final reports clean, Final Hold Vio Count 0, routability cong. 0.8506, clock slew at reported path FFs 0.08 ns, Core Util at FP 21.36%, DP Wirelength 2346 um, Longest Clk Path Bufs 2, r2r setup slk 0.40 ns, leakage power 0.6029 nW, crit path max fanout 20, Max-cap violations 0
power by group:
| part | switching [W] | internal (W) | leakage [nW] |
|---|---|---|---|
| combinational | 0.000371 | 0.000291 | 0.332 |
| clock | 0.0000944 | 0.000178 | 0.0357 |
| sequential | 0.000168 | 0.000366 | 0.235 |
per-stage QoR:
| stage | utilization, % | worst slack (ns) | area (um^2) | hold WS (ns) | power, W |
|---|---|---|---|---|---|
| after global routing | 24.05 | 0.1590 | 1643 | 0.5021 | 0.001582 |
| after detailed placement | 23.00 | 0.3806 | 1572 | 0.4511 | 0.001188 |
| after CTS | 24.05 | 0.3030 | 1643 | 0.4711 | 0.001471 |
| final | 24.05 | 0.3048 | 1643 | 0.4604 | 0.001469 |
| after global placement | 23.00 | 0.3891 | 1572 | 0.4379 | 0.001192 |
| after floorplan | - | 0.8992 | 1459 | 0.3044 | 0.001078 |
sequential cells by signal (all words and copies together) (netlist names):
register and cells:
number_of_washes 2, current_state 3, counter 6, prev_state 3, backup_counter 6
worst max-delay path, cell delays in order (launching register included):
cell and delay [ns]:
dfrtp_1 0.76, and3_1 0.52, nor2_1 0.11, clkdlybuf4s50_1 0.43
routing by layer:
layer / part of all wire (%) / vias up
met5: 0 / -
met4: 0.31 / 0
met3: 7.1 / 2
met2: 44 / 38
met1: 48 / 584
li1: - / 598
area by class of cell:
class	instances	area, um^2	area share [%]
Inverter	13	48.80	2.970
Sequential cell	20	490.5	29.86
Timing Repair Buffer	10	95.09	5.788
Clock buffer	3	41.29	2.513
Clock inverter	1	30.03	1.828
Multi-Input combinational cell	115	817.0	49.73
Tap cell	96	120.1	7.311
kinds of logic after synthesis:
logic type / share of synthesized area, %
buffers and inverters: 10.38
adder cells (fa/ha/maj): 2.573
AND-OR/OR-AND: 26.42
XOR/XNOR: 1.201
AND/OR/NAND/NOR: 22.73
flip-flops: 33.62
multiplexers: 3.087
worst max path at each step:
stage,to,depth (start not counted)
after global routing,error_signal,3
final,error_signal,3
after CTS,error_signal,3
Yosys cell counts, types with 4 or more instances:
cell / number
a22oi_1: 4
buf_6: 5
o211ai_1: 4
mux2_2: 4
dfrtp_1: 18
o21ai_0: 10
nand2_1: 17
nor3_1: 5
a21oi_1: 4
nor2_1: 8
inv_1: 13
Power is estimated from default activity; no workload was simulated.
